==> design/flow/design.v <==
module mod100(
    input wire clk,
    output wire clk_mod
);
reg [6:0] cnt = 0;
reg zerar = 0;
assign clk_mod = zerar;
always @(posedge clk)
begin
    cnt <= cnt + 1;
    if (cnt == 7'd99)
        begin
            zerar <= 1;
            cnt <= 0;
        end
    else
        begin
            zerar = 0;
        end
end
endmodule
module mux(
    input wire seletor,
    input wire a,
    input wire b,
    output wire out
);
assign out = (seletor) ? b : a;
endmodule
module debounce(
    input wire clear,
    input wire clk,
    output reg out=0
);
reg [3:0] cnt = 3'd0;
reg count = 0;
always @(posedge clear)
begin
    if (cnt == 3'd7)
        begin
            count = 0;
            cnt = 3'd0;
            out = 0;
        end
end
always @(negedge clear)
begin
    if (cnt == 3'd0)
        begin
            count = 1;
        end
end
always @(posedge clk)
begin
    if (cnt < 3'd7 && count == 1)
        begin
            cnt <= cnt + 1;
        end
    if (cnt == 3'd3)
        begin
            out <= 1;
        end
end
endmodule
module keyboard(
    input wire [9:0] keypad,
    input wire enablen,
    output wire [3:0] D,
    output wire loadn
);
parameter NULL = 4'd0;
reg [3:0] press_buttom;
wire valid_data;
always @(*)
begin
    if (!enablen)
    begin
        case (keypad)
            10'b1000000000: press_buttom <= 4'd9;
            10'b0100000000: press_buttom <= 4'd8;
            10'b0010000000: press_buttom <= 4'd7;
            10'b0001000000: press_buttom <= 4'd6;
            10'b0000100000: press_buttom <= 4'd5;
            10'b0000010000: press_buttom <= 4'd4;
            10'b0000001000: press_buttom <= 4'd3;
            10'b0000000100: press_buttom <= 4'd2;
            10'b0000000010: press_buttom <= 4'd2;
            10'b0000000001: press_buttom <= 4'd1;
            10'b0000000000: press_buttom <= 4'd0;
            default: press_buttom <= NULL;
        endcase
    end
    else
    begin
        press_buttom = NULL;
    end
end
assign valid_data = (press_buttom != NULL);
assign D = press_buttom;
assign loadn = valid_data;
endmodule
module encoder(
    input wire [9:0] key,
    input wire enbn,
    input wire clk,
    output wire [3:0] D,
    output wire loadn,
    output wire pgt
);
wire int_clear, mux_a, mux_b;
keyboard convert_key(.keypad(key), .enablen(enbn), .D(D), .loadn(int_clear));
debounce dbc(.clk(clk), .clear(int_clear), .out(mux_a));
mod100 div(.clk(clk), .clk_mod(mux_b));
mux mux2x1(.a(mux_a), .b(mux_b), .seletor(enablen), .out(pgt));
assign loadn = int_clear;
endmodule
==> design/flow/run.sh <==
#!/bin/bash
# OpenROAD 26Q1-2900-gdf79404cd8, Yosys 0.63+post, stock flow scripts
make -C /OpenROAD-flow-scripts/flow DESIGN_CONFIG=/design/flow/config.mk WORK_HOME=/design/flow/orfs finish
==> design/flow/config.mk <==
export PLATFORM = sky130hd
export DESIGN_NAME = encoder
export DESIGN_NICKNAME = encoder
export VERILOG_FILES = /design/flow/design.v
export SDC_FILE = /design/flow/constraint.sdc
export NUM_CORES = 4
export LEC_CHECK = 1
export CORE_AREA = 10 10 70 70
export DIE_AREA = 0 0 80 80
==> design/flow/constraint.sdc <==
current_design encoder

set clk_period 2.3
set clk_io_pct 0.2

create_clock -name clk0 -period $clk_period [get_ports {clk}]

set non_clock_inputs [all_inputs -no_clocks]
set_input_delay [expr $clk_period * $clk_io_pct] -clock clk0 $non_clock_inputs
set_output_delay [expr $clk_period * $clk_io_pct] -clock clk0 [all_outputs]
==> flow_metrics.env <==
# implementation run metrics
export IMPL_pre_cts_slack_ns=-0.5102
export IMPL_wl_um=1023
export IMPL_startpoint_type="input port"
export IMPL_io_buffers=16
export IMPL_netlist_instances=34
export IMPL_placementRows=21
export IMPL_path_buffers=2
export IMPL_worstSetupPathType="input port to output port"
export IMPL_crit_chain="buf_2 > xor2_1 > o211ai_2 > a21oi_2 > or4_1 > dlygate4sd2_1"
export IMPL_drt_iter0_drc=12
export IMPL_status="finished clean"
export IMPL_ys_cells=34
export IMPL_crit_path_end_kind="output port"
export IMPL_finalClockPeriodUsage_pct=97.53
export IMPL_fp_util_pct=6.337
export IMPL_cp_slowest_cell="or4_1"
export IMPL_top_area_cell="xor2_1"
export IMPL_antenna_found_initial=0
export IMPL_syn_to_final_growth_pct=138.7
export IMPL_hp_class="input port to output port"
export IMPL_top_area_share_pct=16.18
export IMPL_synth_area_per_cell_um2=6.366
export IMPL_clock_fmax_ghz=0.4458
export IMPL_grt_max_degree=7
export IMPL_io_pins=18
export IMPL_n_antenna_cell=0
export IMPL_cpPeakStageDelay_ns=0.50
export IMPL_leakagePower_uw=0.0002161
export IMPL_drv_slew=0
export IMPL_layout_drive_gt1_share_pct=56.14
export IMPL_synthesis_area_um2=216.5
export IMPL_seq_area_um2=0
export IMPL_cp_data_arrival_time_ns=1.78
export IMPL_ant_nets=0
export IMPL_area_leaders="xor2_1, nor3_1, o41ai_2, o21ai_0, nor2b_1"
export IMPL_drt_wirelength_per_cell_um=9.932
export IMPL_coreArea_mm2=0.003416
export IMPL_yosysWarnings=12
export IMPL_fin_ws_ns=0.05674
export IMPL_drc=0
export IMPL_cp_max_fo=3
export IMPL_hold_viol_final=0
export IMPL_viasPerCell=3.388
export IMPL_die_area_mm2=0.006400
export IMPL_fin_crit_ns=2.243
export IMPL_firstDrtPassIters=4
export IMPL_grt_pass1_vias=338
export IMPL_warnings=28
export IMPL_setup_violations=0
export IMPL_grt_first_pass_wirelength_um=1490
export IMPL_peakVddDrop_uv=18.99
export IMPL_power_density_mw_per_mm2=118.6
export IMPL_gp_congestion=0.7561
export IMPL_die_h_um=80
export IMPL_ff_count=0
export IMPL_yosys_area_um2=216.5
export IMPL_dieWidth_um=80
export IMPL_cpLargestDelayFamily="simple AND/OR/NAND/NOR gates"
export IMPL_dpl_hpwl_um=814.4
export IMPL_cp_data_required_time_ns=1.84
export IMPL_synth_distinct_cells=19
export IMPL_drv_cap=0
export IMPL_clkbuf_count=0
export IMPL_postSynthSeqShare_pct=0
export IMPL_overflow=0
export IMPL_gr_usage_all_layers_pct=2.771
export IMPL_fin_tns_setup_ns=0
export IMPL_hold_buffers=0
export IMPL_vias=349
timing repair:
item                                   CTS  global route
pin swaps                               11             7
endpoints found under the hold margin    0             0
setup endpoints to repair                5             5
gates resized                           50            17
buffers inserted                         3             0
metrics by stage:
step / hold WS [ns] / cells / util (%) / total power (uW) / instance area, um2
after global routing: 1.506 / 103 / 15.13 / 67.06 / 516.7
after CTS: 1.646 / 103 / 13.81 / 51.12 / 471.7
after global placement: 2.038 / 100 / 13.59 / 52.47 / 464.2
after floorplan: 0.9405 / 34 / - / 19.19 / 216.5
final: 1.464 / 103 / 15.13 / 61.28 / 516.7
after detailed placement: 2.054 / 100 / 13.59 / 52.87 / 464.2
routing by layer:
layer	GRT usage [%]	up-vias	share of wire (%)
met4	0	0	0
met1	4.351	161	51
li1	-	170	-
met3	0.7955	0	11
met5	0	-	0
met2	3.772	18	38
area by class of cell:
| class | instances | area, um2 |
|---|---|---|
| multi-input cells | 33 | 281.5 |
| repair buffers | 24 | 177.7 |
| well taps | 46 | 57.56 |
| fillers | 393 | 2899 |
power by group:
| group | total [uW] | switching [uW] | internal (uW) |
|---|---|---|---|
| clock network | 0 | 0 | 0 |
| logic | 61.3 | 33.1 | 28.2 |
| registers | 0 | 0 | 0 |
| total | 61.3 | 33.1 | 28.2 |
path summary, 6_finish.rpt:
path	startpoint	to	slack (ns)	cells after the start
min	key[8]	D[0]	1.46	6
max	key[2]	loadn	0.06	6
Yosys cell counts, drive strengths merged:
cell / instances
o21ai: 5
nor3: 4
xor2: 4
nand2: 3
nor2: 3
nor2b: 2
or2: 2
a211oi: 1
a21oi: 1
buf: 1
conb: 1
nand3b: 1
nand4: 1
nor4: 1
o211ai: 1
o41ai: 1
or4: 1
xnor2: 1
logic make-up (layout without fill, tap and decap cells):
| kind of cell | Yosys count | in the layout | share of synthesized area (%) |
|---|---|---|---|
| other | 1 | 1 | 1.732 |
| AOI/OAI and AO/OA | 9 | 9 | 30.63 |
| buffers and inverters | 1 | 24 | 3.470 |
| and+or+nand+nor | 18 | 18 | 43.93 |
| xor gates and xnor gates | 5 | 5 | 20.23 |
cells in the final DEF, fill, tap and decap left out, drive strengths merged:
cell           instances
nor4                   1
dlygate4sd2            1
or4                    1
o21ai                  5
o41ai                  1
conb                   1
a211oi                 1
xor2                   4
clkdlybuf4s50          3
nand2                  3
buf                   19
o211ai                 1
a21oi                  1
nor2b                  2
or2                    2
xnor2                  1
nor2                   3
nand4                  1
clkbuf                 1
nor3                   4
nand3b                 1
No activity file was given, so power comes from the tool's default toggle rates.
